==> flow/config.mk <==
export PLATFORM = sky130hd
export DESIGN_NAME = fullcircuitwithdff
export DESIGN_NICKNAME = fullcircuitwithdff
export VERILOG_FILES = /design/flow/design.v
export SDC_FILE = /design/flow/constraint.sdc
export NUM_CORES = 4
export LEC_CHECK = 1
export CORE_AREA = 10 10 70 70
export DIE_AREA = 0 0 80 80
==> flow/design.v <==
module AND_gate (
    input a, b,
    output y
);
    assign y = a & b;
endmodule
module AND3_gate (
    input a, b, c,
    output y
);
    assign y = a & b & c;
endmodule
module AND4_gate (
    input a, b, c, d,
    output y
);
    assign y = a & b & c & d;
endmodule
module AND5_gate (
    input a, b, c, d, e,
    output y
);
    assign y = a & b & c & d & e;
endmodule
module cla(
    input [3:0] A, B,
    input Cin,
    output [3:0] S,
    output [4:0] C
);
    wire [3:0] G, P;
    AND_gate and0 (.a(A[0]), .b(B[0]), .y(G[0]));
    AND_gate and1 (.a(A[1]), .b(B[1]), .y(G[1]));
    AND_gate and2 (.a(A[2]), .b(B[2]), .y(G[2]));
    AND_gate and3 (.a(A[3]), .b(B[3]), .y(G[3]));
    XOR_GATE xor0 (.a(A[0]), .b(B[0]), .y(P[0]));
    XOR_GATE xor1 (.a(A[1]), .b(B[1]), .y(P[1]));
    XOR_GATE xor2 (.a(A[2]), .b(B[2]), .y(P[2]));
    XOR_GATE xor3 (.a(A[3]), .b(B[3]), .y(P[3]));
    assign C[0] = Cin;
    wire P0C0, P1G0, P1P0C0, P2G1, P2P1G0, P2P1P0C0, P3G2, P3P2G1, P3P2P1G0, P3P2P1P0C0;
    AND_gate and4 (.a(P[0]), .b(C[0]), .y(P0C0));
    OR_gate or0 (.a(G[0]), .b(P0C0), .y(C[1]));
    AND_gate and5 (.a(P[1]), .b(G[0]), .y(P1G0));
    AND3_gate and6 (.a(P[1]), .b(P[0]), .c(C[0]), .y(P1P0C0));
    OR3_gate or1 (.a(G[1]), .b(P1G0), .c(P1P0C0), .y(C[2]));
    AND_gate and7 (.a(P[2]), .b(G[1]), .y(P2G1));
    AND3_gate and8 (.a(P[2]), .b(P[1]), .c(G[0]), .y(P2P1G0));
    AND4_gate and9 (.a(P[2]), .b(P[1]), .c(P[0]), .d(C[0]), .y(P2P1P0C0));
    OR4_gate or2 (.a(G[2]), .b(P2G1), .c(P2P1G0), .d(P2P1P0C0), .y(C[3]));
    AND_gate and10 (.a(P[3]), .b(G[2]), .y(P3G2));
    AND3_gate and11 (.a(P[3]), .b(P[2]), .c(G[1]), .y(P3P2G1));
    AND4_gate and12 (.a(P[3]), .b(P[2]), .c(P[1]), .d(G[0]), .y(P3P2P1G0));
    AND5_gate and13 (.a(P[3]), .b(P[2]), .c(P[1]), .d(P[0]), .e(C[0]), .y(P3P2P1P0C0));
    OR5_gate or3 (.a(G[3]), .b(P3G2), .c(P3P2G1), .d(P3P2P1G0), .e(P3P2P1P0C0), .y(C[4]));
    XOR_GATE sum0 (.a(P[0]), .b(C[0]), .y(S[0]));
    XOR_GATE sum1 (.a(P[1]), .b(C[1]), .y(S[1]));
    XOR_GATE sum2 (.a(P[2]), .b(C[2]), .y(S[2]));
    XOR_GATE sum3 (.a(P[3]), .b(C[3]), .y(S[3]));
endmodule
module dff(
    input clk,
    input d,
    output reg q
);
    always @(posedge clk) begin
        q <= d;
    end
endmodule
module fullcircuitwithdff(
    input clk,
    input [3:0] A_in,
    input [3:0] B_in,
    input Cin,
    output [3:0] S_out,
    output C4_out
);
    wire [3:0] A, B, S;
    wire [4:0] C;
    dff dff_A0 (.clk(clk), .d(A_in[0]), .q(A[0]));
    dff dff_A1 (.clk(clk), .d(A_in[1]), .q(A[1]));
    dff dff_A2 (.clk(clk), .d(A_in[2]), .q(A[2]));
    dff dff_A3 (.clk(clk), .d(A_in[3]), .q(A[3]));
    dff dff_B0 (.clk(clk), .d(B_in[0]), .q(B[0]));
    dff dff_B1 (.clk(clk), .d(B_in[1]), .q(B[1]));
    dff dff_B2 (.clk(clk), .d(B_in[2]), .q(B[2]));
    dff dff_B3 (.clk(clk), .d(B_in[3]), .q(B[3]));
    cla cla_inst (
        .A(A),
        .B(B),
        .Cin(Cin),
        .S(S),
        .C(C)
    );
    dff dff_S0 (.clk(clk), .d(S[0]), .q(S_out[0]));
    dff dff_S1 (.clk(clk), .d(S[1]), .q(S_out[1]));
    dff dff_S2 (.clk(clk), .d(S[2]), .q(S_out[2]));
    dff dff_S3 (.clk(clk), .d(S[3]), .q(S_out[3]));
    dff dff_C4 (.clk(clk), .d(C[4]), .q(C4_out));
endmodule
module OR_gate (
    input a, b,
    output y
);
    assign y = a | b;
endmodule
module OR3_gate (
    input a, b, c,
    output y
);
    assign y = a | b | c;
endmodule
module OR4_gate (
    input a, b, c, d,
    output y
);
    assign y = a | b | c | d;
endmodule
module OR5_gate (
    input a, b, c, d, e,
    output y
);
    assign y = a | b | c | d | e;
endmodule
module XOR_GATE (
    input a, b,
    output y
);
    assign y = a ^ b;
endmodule
==> flow/run.sh <==
#!/bin/bash
# OpenROAD 26Q1-2900-gdf79404cd8, Yosys 0.63+post, stock flow scripts
make -C /OpenROAD-flow-scripts/flow DESIGN_CONFIG=/design/flow/config.mk WORK_HOME=/design/flow/orfs finish
==> flow/constraint.sdc <==
current_design fullcircuitwithdff

set clk_period 4.1
set clk_io_pct 0.2

create_clock -name clk0 -period $clk_period [get_ports {clk}]

set non_clock_inputs [all_inputs -no_clocks]
set_input_delay [expr $clk_period * $clk_io_pct] -clock clk0 $non_clock_inputs
set_output_delay [expr $clk_period * $clk_io_pct] -clock clk0 [all_outputs]
==> metrics.cfg <==
[timing]
hold_violations = 0
fin_tns_setup_ns = 0
hold_slack_ns = 0.5679
max_freq_mhz = 538.8
setup_ws_ns = 2.244
final_min_period_over_clock_period = 0.4527
slew_headroom = 0.8718
tightest_slew_ns = 0.1923
slew_violations = 0
period_needed_ns = 1.856
finalClockSkew_ns = 0.0002008
rsz0062_at_grt = no
setup_violations = 0

[synth]
yosysWarnings = 1
flop_cell = dfxtp_1
synthDistinctLibCells = 12
yosys_cells = 37
synth_flops = 13
top_cells_by_count = 13 x dfxtp_1, 5 x ha_1, 4 x buf_4, 4 x inv_1
area_leaders = dfxtp_1 56%, ha_1 14%, buf_4 6.5%
synth-edff-count = 0
top_cell_area_share = 0.5622
synthMostInstantiatedCell = dfxtp_1
ys_seq_share = 0.5622
yosysChipArea_sq_um = 462.9
netlist_area_sq_um = 462.9
yosys.area.top_type = dfxtp_1
synthArstFlopShare = 0
avgSynthCellArea_sq_um = 12.51
synthCells = 37

[power_and_ir_drop]
p_leak_uw = 0.0002806
p_per_area_nw_per_um2 = 398.8
peakVddDrop_uv = 150.4

[die]
core-area_sq_um = 3416
io_pins = 15
rows = 21
fp-utilization = 0.1355
die_width_um = 80
design.die.area_sq_um = 6400
die_h_um = 80

[finish]
area_growth_pct = 41.89
final_layout_size_suffix_gt1_frac = 0.1176
stdcell_area_sq_um = 656.9

[clocking]
cts_buffer_depth = 2
cts_setup_buffers = 0
clockRootBuffer = clkbuf_4
cts_inserted_buffers = 3
clock-sinks = 13
cts.hold.buffers_added = 0
clock_latency_ns = 0.26
cts_resized = 0
h-tree-depth = 1
clk_pin_slew_ns = 0.07
cts_tree = built

[critical_path]
required_ns = 3.28
worstPathCellList = clkdlybuf4s50_1
path_buffers = 1
critPathTopFamily = buffers and inverters
critPathMaxFanout = 1
worstSetupPathType = reg2out
cp-end-kind = output pin
cp.arrival_ns = 1.04
cpMaxStageDelayCell = clkdlybuf4s50_1
worstSetupStartpointType = flip-flop
slowest_delay_ns = 0.46

[detailed_routing]
drt_iter0_drc = 4
dr.pass1.iters = 2
via_per_inst = 2.649
vias = 257
num_antenna_cells = 0
antenna_left = 0
wl_per_cell_um = 7.505
wl_um = 728
drc_errors = 0

[place]
postPlaceCellArea_sq_um = 630.6
dpl_worst_slack_ns = 2.019
dp_hpwl_um = 642.8
io_buffer_count = 14
place.gp.congestion = 0.7441

[grt]
grtUsageTotal = 0.02409
grt_pass1_wl_um = 1179
overflow = 0
grt_pass1_vias = 280
grt_max_degree = 8
antenna_found_initial = 0

[job]
cap_violations = 0
warning_count = 26

[hold_path]
hold_class = reg2reg

[outcome]
status = completed

==> cells in the final DEF, fill, tap and decap left out, drive strengths merged <==
cell type / count
a21o: 2
a21oi: 3
clkbuf: 4
clkdlybuf4s50: 14
dfxtp: 13
fa: 1
ha: 5
inv: 4
nand2: 1
o21ai: 1
xnor2: 2
xor2: 1
==> worst paths after layout <==
path	startpoint	to	slack, ns	depth (start not counted)
max reg2reg	dff_A0.q$_DFF_P_	dff_C4.q$_DFF_P_	2.86	4
min reg2reg	dff_A3.q$_DFF_P_	dff_C4.q$_DFF_P_	0.57	2
max	dff_S1.q$_DFF_P_	S_out[1]	2.24	1
min	dff_A3.q$_DFF_P_	dff_C4.q$_DFF_P_	0.57	2
==> cell families after synthesis <==
kind of cell / after synthesis / synth area share
fa+ha+maj: 6 / 0.1784
simple gates: 1 / 0.01352
flops: 13 / 0.5622
xor+xnor: 3 / 0.05677
compound gates: 6 / 0.09189
buf+inv: 8 / 0.09729
==> per-stage QoR <==
stage | power, uW | cells | util
after floorplan | 172.5 | 37 | -
after global placement | 192.0 | 93 | 0.1846
after detailed placement | 192.6 | 93 | 0.1846
after CTS | 267.4 | 97 | 0.1923
after global routing | 278.5 | 97 | 0.1923
final | 261.9 | 97 | 0.1923
==> power breakdown <==
part | internal (uW) | switching, uW
clock network | 37.6 | 36.2
registers | 139 | 3.77
logic | 31.8 | 13.1
==> per-layer routing <==
layer	global-route usage	wire, um	share of wire	vias up
li1	-	-	-	142
met4	0.001761	0	0	0
met5	0	0	0	-
met2	0.02568	244	0.34	16
met3	0.02727	133	0.18	0
met1	0.03149	350	0.48	99
==> layout make-up <==
type | count | area (sq um)
clock buffer | 4 | 26.28
fill | 391 | 2759
inverter | 4 | 15.01
multi-input combinational | 16 | 157.7
sequential | 13 | 260.3
tap | 46 | 57.56
timing repair buffer | 14 | 140.1
Power and IR drop assume default switching activity.
